==> ./design.v <==
module perceptron_top #(
    parameter WIDTH = 8
  ) (
    input clk,
    input reset,
    input      val_i,
    output     rdy_o,
    output reg val_o,
    input      rdy_i,
    input  [1:0] W1W0b_en_i,
    input        b_i,
    input        W0_i,
    input        W1_i,
    input signed [WIDTH-1:0] X0_i,
    input signed [WIDTH-1:0] X1_i,
    output reg Y_o
);
wire en_egress;
wire en_ingress;
    perceptron_ctrl ctrl(
      .clk        (clk),
      .reset      (reset),
      .W1W0b_en_i (W1W0b_en_i),
      .en_egress  (en_egress),
      .en_ingress (en_ingress),
      .val_i      (val_i),
      .rdy_o      (rdy_o),
      .val_o      (val_o),
      .rdy_i      (rdy_i)
    );
    perceptron_dp #(WIDTH) dp(
      .clk        (clk),
      .reset      (reset),
      .en_egress  (en_egress),
      .en_ingress (en_ingress),
      .W1W0b_en_i (W1W0b_en_i),
      .b_i        (b_i),
      .W0_i       (W0_i),
      .W1_i       (W1_i),
      .X0_i       (X0_i),
      .X1_i       (X1_i),
      .Y_o        (Y_o)
    );
endmodule
module perceptron_ctrl (
    input      clk,
    input      reset,
    input  [1:0] W1W0b_en_i,
    output     en_egress,
    output     en_ingress,
    input      val_i,
    output     rdy_o,
    output reg val_o,
    input      rdy_i
);
reg  val_o_reg;
wire reset_internal;
assign rdy_o = ((rdy_i || (~(val_o && val_o_reg)))) && (~reset_internal);
assign en_ingress  = rdy_o;
assign en_egress = rdy_i || (!val_o);
assign reset_internal = reset || (|W1W0b_en_i);
always @ (posedge clk)
begin
  if (reset_internal == 1)
  begin
    val_o_reg <= 0;
    val_o     <= 0;
  end else begin
    if (en_ingress == 1) begin
      val_o_reg <= (val_i && rdy_o);
    end
    if (en_egress == 1) begin
      val_o <= val_o_reg;
    end
  end
end
endmodule
module perceptron_dp #(
    parameter WIDTH = 8
  ) (
    input clk,
    input reset,
    input en_egress,
    input en_ingress,
    input  [1:0] W1W0b_en_i,
    input        b_i,
    input        W0_i,
    input        W1_i,
    input signed [WIDTH-1:0] X0_i,
    input signed [WIDTH-1:0] X1_i,
    output reg Y_o
);
reg  signed [WIDTH-1:0]     w0, w1, b;  
reg  signed [WIDTH-1:0]     x0, x1;     
wire signed [WIDTH*2+2-1:0] y;          
always @ (posedge clk)
begin
  if (reset == 1)
  begin
    w0 <= 0;
    w1 <= 0;
    b  <= 0;
  end else begin
    if (W1W0b_en_i == 2'b11)
    begin
      w1 <= {w1[WIDTH-2:0] , W1_i};
    end
    if (W1W0b_en_i == 2'b10)
    begin
      w0 <= {w0[WIDTH-2:0] , W0_i};
    end
    if (W1W0b_en_i == 2'b01)
    begin
      b <= {b[WIDTH-2:0] , b_i};
    end
  end
end
assign y = b + x0*w0 + x1*w1;
always @ (posedge clk)
begin
  if (reset == 1)
  begin
    x0  <= 0;
    x1  <= 0;
    Y_o <= 0;
  end else begin
    if (en_ingress == 1)
    begin
      x0 <= X0_i;
      x1 <= X1_i;
    end
    if (en_egress == 1) begin
      Y_o <= ~y[WIDTH*2+2-1];
    end
  end
end
endmodule
==> ./run.sh <==
#!/bin/bash
# OpenROAD 26Q1-2900-gdf79404cd8, Yosys 0.63+post, stock flow scripts
make -C /OpenROAD-flow-scripts/flow DESIGN_CONFIG=/design/flow/config.mk WORK_HOME=/design/flow/orfs finish
==> ./config.mk <==
export PLATFORM = sky130hd
export DESIGN_NAME = perceptron_top
export DESIGN_NICKNAME = perceptron_top
export VERILOG_FILES = /design/flow/design.v
export SDC_FILE = /design/flow/constraint.sdc
export NUM_CORES = 4
export LEC_CHECK = 1
export CORE_UTILIZATION = 40
==> ./constraint.sdc <==
current_design perceptron_top

set clk_period 12.7
set clk_io_pct 0.2

create_clock -name clk0 -period $clk_period [get_ports {clk}]

set non_clock_inputs [all_inputs -no_clocks]
set_input_delay [expr $clk_period * $clk_io_pct] -clock clk0 $non_clock_inputs
set_output_delay [expr $clk_period * $clk_io_pct] -clock clk0 [all_outputs]
==> impl_metrics.xml <==
<?xml version="1.0" encoding="UTF-8"?>
<metrics>
  <group name="status">
    <metric name="run_status" unit="">finished clean</metric>
  </group>
  <group name="route">
    <metric name="drt-total-wl" unit="mm">14.6</metric>
    <metric name="post_drt_wl_per_cell" unit="um">13.6</metric>
    <metric name="drcViolationCount" unit="">0</metric>
    <metric name="antenna_cells" unit="">0</metric>
    <metric name="viasPerCell" unit="">4.77</metric>
    <metric name="antenna_violating_nets_post_route" unit="">0</metric>
    <metric name="firstDrtPassIters" unit="">7</metric>
    <metric name="dr.first_iter.drc_count" unit="">179</metric>
    <metric name="routed-via-count" unit="">5156</metric>
  </group>
  <group name="finish">
    <metric name="number_of_fillers_in_the_final_layout" unit="">1803</metric>
    <metric name="drive_gt1_share" unit="%">1.76</metric>
    <metric name="area_growth_syn_to_layout" unit="%">8.76</metric>
    <metric name="finalInstanceArea" unit="um2">7990</metric>
  </group>
  <group name="synth">
    <metric name="library_cells_used_by_synthesis" unit="">40</metric>
    <metric name="synthXorXnorAreaFrac" unit="%">3.82</metric>
    <metric name="ys.warnings.count" unit="">2</metric>
    <metric name="synth_area_per_cell" unit="um2">8.79</metric>
    <metric name="total_standard_cell_area_after_synthesis" unit="um2">7340</metric>
    <metric name="synth-compound-area-share" unit="%">6.71</metric>
    <metric name="synth-seq-cells" unit="">43</metric>
    <metric name="post_synth_inst_count" unit="">835</metric>
    <metric name="synth-seq-area-share" unit="%">11.7</metric>
    <metric name="ys_sh_mux" unit="%">2.49</metric>
    <metric name="ys_chip_area" unit="um2">7340</metric>
    <metric name="fa_ha_maj_area_share" unit="%">46.7</metric>
    <metric name="ys_top_logic_family" unit="">adder cells</metric>
    <metric name="yosys_cells" unit="">835</metric>
    <metric name="synthSimpleGateAreaFrac" unit="%">17.8</metric>
  </group>
  <group name="power_and_ir_drop">
    <metric name="ir_drop" unit="mV">0.0473</metric>
    <metric name="p_clk_share" unit="%">44.3</metric>
    <metric name="p_comb_share" unit="%">8.8</metric>
    <metric name="seq_power_share" unit="%">47.0</metric>
    <metric name="power_report.internal_total" unit="uW">229</metric>
    <metric name="static_power_due_to_leakage" unit="nW">4.11</metric>
    <metric name="powerDensity" unit="nW/um2">38.3</metric>
    <metric name="power.total" unit="uW">306</metric>
    <metric name="switching_share" unit="%">25.0</metric>
    <metric name="total_switching_power" unit="uW">76.6</metric>
  </group>
  <group name="placed_design">
    <metric name="numPortBuffers" unit="">27</metric>
    <metric name="placedInstanceArea" unit="um2">7830</metric>
    <metric name="place_ws" unit="ns">4.88</metric>
    <metric name="globalplace.congestion" unit="">0.864</metric>
    <metric name="hpwl" unit="mm">12.2</metric>
  </group>
  <group name="critical_path">
    <metric name="cp-end-kind" unit="">primary output</metric>
    <metric name="critical_path.max_stage_delay" unit="ns">0.65</metric>
    <metric name="start_kind" unit="">primary input</metric>
    <metric name="critical_path_class" unit="">in -&gt; out</metric>
    <metric name="most_frequent_cell_on_the_critical_path" unit="">sky130_fd_sc_hd__clkdlybuf4s50_1</metric>
    <metric name="worstPathRequired" unit="ns">10.16</metric>
    <metric name="crit_path_cell_trace" unit="">clkdlybuf4s50_1, buf_4, nor3_1, nand2_1, clkinv_1, clkdlybuf4s50_1</metric>
    <metric name="critical_path.max_fanout" unit="">42</metric>
    <metric name="worstPathArrival" unit="ns">5.30</metric>
    <metric name="worst_path_max_delay_cell" unit="">sky130_fd_sc_hd__clkinv_1</metric>
  </group>
  <group name="timing">
    <metric name="timing.final.ws_setup" unit="ns">4.86</metric>
    <metric name="maxSlewViolCount" unit="">0</metric>
    <metric name="finalSetupViolCount" unit="">0</metric>
    <metric name="tns" unit="ns">0</metric>
    <metric name="achievable_clock_frequency" unit="MHz">128</metric>
    <metric name="timing.final.crit_share" unit="%">61.7</metric>
    <metric name="timing.final.crit_period" unit="ns">7.84</metric>
    <metric name="grt_setup_unrepaired" unit="">no</metric>
    <metric name="hold_viol" unit="">0</metric>
    <metric name="worst_clock_skew" unit="ns">0.00619</metric>
    <metric name="hold-worst-slack" unit="ns">0.517</metric>
    <metric name="timing.max_slew.rel_slack" unit="%">56.9</metric>
    <metric name="worst_pin_slew" unit="ns">0.645</metric>
  </group>
  <group name="job">
    <metric name="cap_violations" unit="">0</metric>
    <metric name="tool_warnings" unit="">25</metric>
  </group>
  <group name="clock_tree">
    <metric name="cts_hold_repair.buffers" unit="">0</metric>
    <metric name="tritoncts" unit="">built</metric>
    <metric name="clkSinkCount" unit="">43</metric>
    <metric name="cts-buffers-inserted" unit="">5</metric>
    <metric name="clock_path_buffers" unit="">2</metric>
    <metric name="cts_root_buffer" unit="">sky130_fd_sc_hd__clkbuf_16</metric>
    <metric name="cts_repair_resize_count" unit="">0</metric>
    <metric name="cts_setup_buffers" unit="">0</metric>
    <metric name="clock_tree.htree_level_count" unit="">2</metric>
    <metric name="clk_latency" unit="ns">0.28</metric>
    <metric name="clk_transition_reported_paths" unit="ns">0.07</metric>
  </group>
  <group name="grt">
    <metric name="grt_pass1_wl" unit="mm">26.2</metric>
    <metric name="antenna_found_initial" unit="">0</metric>
    <metric name="first_global_vias" unit="">5371</metric>
    <metric name="grt_util_all_layers" unit="%">18.9</metric>
    <metric name="largest_net_degree_at_the_start_of_global_routing" unit="">43</metric>
    <metric name="grt.overflow.total" unit="">0</metric>
  </group>
  <group name="floorplanning">
    <metric name="top_ports" unit="">28</metric>
    <metric name="die_height" unit="um">137</metric>
    <metric name="core.rowCount" unit="">49</metric>
    <metric name="total_die_area" unit="um2">18900</metric>
    <metric name="floorplan.die.width" unit="um">137</metric>
    <metric name="standard_cell_core_area" unit="um2">18000</metric>
    <metric name="initial_utilization" unit="%">40.9</metric>
  </group>
  <group name="min_path">
    <metric name="min_path_type" unit="">reg -&gt; reg</metric>
  </group>
</metrics>
layout make-up:
| cell class | instances | area, um2 | share of cell area, % |
|---|---|---|---|
| inverters | 191 | 717 | 8.98 |
| clock inverters | 2 | 16.3 | 0.204 |
| flip-flops and latches | 43 | 861 | 10.8 |
| clock buffers | 6 | 139 | 1.74 |
| multi-input cells | 581 | 5690 | 71.2 |
| well taps | 229 | 287 | 3.59 |
| repair buffers | 28 | 278 | 3.48 |
per-stage QoR:
step,util (%),std cells
detailed placement,43.6,1072
floorplan,-,835
finish,44.5,1080
global placement,43.6,1072
global route,44.5,1080
CTS,44.5,1080
per-layer routing:
| layer | share of wire, % | global-route usage, % | vias up |
|---|---|---|---|
| met5 | 0 | 0 | - |
| met4 | 0.63 | 1.10 | 0 |
| met3 | 5.7 | 4.43 | 6 |
| met2 | 44 | 28.2 | 115 |
| met1 | 49 | 30.6 | 2443 |
| li1 | - | - | 2592 |
cells in the mapped netlist:
cell	instances	area, um2
sky130_fd_sc_hd__o21ai_0	8	40.0
sky130_fd_sc_hd__mux2_2	2	22.5
sky130_fd_sc_hd__o21bai_1	2	15.0
sky130_fd_sc_hd__clkinv_1	1	3.75
sky130_fd_sc_hd__o211ai_1	2	15.0
sky130_fd_sc_hd__and4_1	2	17.5
sky130_fd_sc_hd__a211oi_1	6	45.0
sky130_fd_sc_hd__mux2i_1	16	160
sky130_fd_sc_hd__o311ai_0	1	8.76
sky130_fd_sc_hd__and3_1	4	25.0
sky130_fd_sc_hd__nand2_1	75	282
sky130_fd_sc_hd__nand4_1	3	18.8
sky130_fd_sc_hd__and2_1	90	563
sky130_fd_sc_hd__or2_2	2	12.5
sky130_fd_sc_hd__nor4_1	1	6.26
sky130_fd_sc_hd__clkbuf_1	19	71.3
sky130_fd_sc_hd__a311oi_1	3	26.3
sky130_fd_sc_hd__o21a_1	3	22.5
sky130_fd_sc_hd__or3_1	2	12.5
sky130_fd_sc_hd__nor2_1	24	90.1
sky130_fd_sc_hd__dfxtp_1	43	861
sky130_fd_sc_hd__o221a_2	1	11.3
sky130_fd_sc_hd__a211o_1	1	8.76
sky130_fd_sc_hd__nand2b_1	6	37.5
sky130_fd_sc_hd__nor3b_1	1	7.51
sky130_fd_sc_hd__xnor2_1	21	184
sky130_fd_sc_hd__buf_2	1	5.00
sky130_fd_sc_hd__inv_1	190	713
sky130_fd_sc_hd__a21o_1	5	37.5
sky130_fd_sc_hd__fa_1	125	2500
sky130_fd_sc_hd__a31oi_1	2	12.5
sky130_fd_sc_hd__a21oi_1	43	215
sky130_fd_sc_hd__xor2_1	11	96.3
sky130_fd_sc_hd__a41oi_1	1	8.76
sky130_fd_sc_hd__ha_1	74	926
sky130_fd_sc_hd__a2111o_1	1	11.3
sky130_fd_sc_hd__nand3_1	13	65.1
sky130_fd_sc_hd__nor2b_1	17	106
sky130_fd_sc_hd__a2111oi_2	1	15.0
sky130_fd_sc_hd__nor3_1	12	60.1
power groups by stage:
stage                 logic (mW)  clock network, mW  registers (mW)
after CTS                 0.0272              0.138           0.144
after global routing      0.0295              0.145           0.144
final                     0.0269              0.135           0.144
kinds of logic after synthesis:
kind of cell | after synthesis
multiplexers | 18
adder cells (fa/ha/maj) | 199
flip-flops | 43
XOR/XNOR | 32
AND-OR/OR-AND | 80
buffers and inverters | 211
AND/OR/NAND/NOR | 252
cell usage in the layout (no fill, tap or decap), types with 3 or more instances in the layout:
cell type                           n
sky130_fd_sc_hd__a211oi_1           6
sky130_fd_sc_hd__a21o_1             5
sky130_fd_sc_hd__a21oi_1           43
sky130_fd_sc_hd__a311oi_1           3
sky130_fd_sc_hd__and2_1            90
sky130_fd_sc_hd__and3_1             4
sky130_fd_sc_hd__clkbuf_16          5
sky130_fd_sc_hd__clkdlybuf4s50_1   27
sky130_fd_sc_hd__dfxtp_1           43
sky130_fd_sc_hd__fa_1             125
sky130_fd_sc_hd__ha_1              74
sky130_fd_sc_hd__inv_1            190
sky130_fd_sc_hd__mux2i_1           16
sky130_fd_sc_hd__nand2_1           75
sky130_fd_sc_hd__nand2b_1           6
sky130_fd_sc_hd__nand3_1           13
sky130_fd_sc_hd__nand4_1            3
sky130_fd_sc_hd__nor2_1            24
sky130_fd_sc_hd__nor2b_1           17
sky130_fd_sc_hd__nor3_1            12
sky130_fd_sc_hd__o21a_1             3
sky130_fd_sc_hd__o21ai_0            8
sky130_fd_sc_hd__xnor2_1           21
sky130_fd_sc_hd__xor2_1            11
critical path: cells and delay by family:
kind | cells | cell delay, ns
buffers and inverters | 4 | 2.06
AND/OR/NAND/NOR | 2 | 0.68
worst paths after layout:
path,slack [ns],cells past startpoint,endpoint,from
worst min-delay path,0.52,1,ctrl.val_o$_SDFFE_PP0P_,ctrl.val_o_reg$_SDFFE_PP0P_
worst min register to register,0.52,1,ctrl.val_o$_SDFFE_PP0P_,ctrl.val_o_reg$_SDFFE_PP0P_
worst max-delay path,4.86,6,rdy_o,reset
worst max register to register,6.37,21,dp.Y_o$_SDFFE_PP0P_,dp.w0[7]$_SDFFE_PP0N_
No activity file was given, so power comes from the tool's default toggle rates.
